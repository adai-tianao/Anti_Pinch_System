[./design.v]
`timescale 1ns / 1ps
module Clk_Division(
   input clk_100MHz,
   input [30:0] clk_mode,
   output clk_out
   );
   reg Clk=0;
   reg flag=0;
   reg Is_Odd=0;
   integer Count=0;
   always @(negedge clk_100MHz)
        begin
            Is_Odd=clk_mode[0];
            if(Count==clk_mode/2)
                flag=1;
            else
                flag=0;
        end
   always @(posedge clk_100MHz)
      begin
        if(Is_Odd)
            if(Count==clk_mode-1)
                begin
                    Count=0;
                    Clk=~Clk;
                end
            else if(Count==clk_mode/2)
                begin
                    Count=Count+1;
                    Clk=~Clk;
                end
            else
                Count=Count+1;
       else
            if(Count==clk_mode/2-1)
                begin
                     Count=0;
                     Clk=~Clk;
                end
            else
                Count=Count+1;
      end
   assign clk_out=Clk|(flag&Is_Odd);
endmodule
[./run.sh]
#!/bin/bash
# OpenROAD 26Q1-2900-gdf79404cd8, Yosys 0.63+post, stock flow scripts
make -C /OpenROAD-flow-scripts/flow DESIGN_CONFIG=/design/flow/config.mk WORK_HOME=/design/flow/orfs finish
[./config.mk]
export PLATFORM = sky130hd
export DESIGN_NAME = Clk_Division
export DESIGN_NICKNAME = Clk_Division
export VERILOG_FILES = /design/flow/design.v
export SDC_FILE = /design/flow/constraint.sdc
export NUM_CORES = 4
export LEC_CHECK = 1
export CORE_UTILIZATION = 50
[./constraint.sdc]
current_design Clk_Division

set clk_period 6.6
set clk_io_pct 0.2

create_clock -name clk0 -period $clk_period [get_ports {clk_100MHz}]

set non_clock_inputs [all_inputs -no_clocks]
set_input_delay [expr $clk_period * $clk_io_pct] -clock clk0 $non_clock_inputs
set_output_delay [expr $clk_period * $clk_io_pct] -clock clk0 [all_outputs]
==> Flow_metrics.wiki <==
=== Physical design figures ===
{| class="wikitable"
! Metric !! Value
|-
| Die H || 92.3 um
|-
| Number of cells on the worst hold path || 1
|-
| Yosys warns || 1
|-
| Synth cell types || 72
|-
| Number of cell instances after yosys synthesis || 539
|-
| Dominant cell type by count on the critical path || sky130_fd_sc_hd__or4_1
|-
| Cell row count || 32
|-
| Largest net degree at the start of global routing || 32
|-
| Final ANT Viol Nets || 0
|-
| Tightest Pin Transition || 724 ps
|-
| Initial antenna violation count || 0
|-
| Max transition margin || between 50% and 60%
|-
| Count of cells along the worst register-to-register path || 6
|-
| Worst hold path type || reg -> reg
|-
| Async set or reset register ratio after synthesis || 0%
|-
| Post-synthesis instance total || 539
|-
| Summed instance area of the synthesized netlist || 4070 um^2
|-
| Detailed placer's ending HPWL || 9.22 mm
|-
| Setup slack, reg-to-reg || 650 ps
|-
| GRT overflow || 0
|-
| Vias in the first global route || about 3500
|-
| Clock edge transition at the registers on the reported setup and hold paths || 70 ps
|-
| Fin Clk Skew || about 60 ps
|-
| Power per cell area || between 100 and 150 nW/um^2
|-
| First-pass iteration count of the detailed router || 5
|-
| Buffers from clock root to sink, at most || 2
|-
| Highest-count cells in the layout ignoring fill and taps || sky130_fd_sc_hd__xnor2_1 (60), sky130_fd_sc_hd__xor2_1 (60), sky130_fd_sc_hd__nor2_1 (59)
|-
| Worst r2r src || Is_Odd$_DFF_N_
|-
| Hold Buf Count CTS || 0
|-
| Flip-flop and latch count after synthesis || 35
|-
| Post-synth area from yosys stat || around 4100 um^2
|-
| Initial DRC Count || 273
|-
| Seq/Total Area, Yosys || 17.4%
|-
| Number of flops mapped to enable cells by yosys || 1
|-
| Fin Setup TNS || 0 ps
|-
| Via-to-Cell Ratio || 5.95
|-
| Buffers inserted by post-CTS timing repair || 0
|-
| Crit end category || flop
|-
| Max Fanout on Critical Path || 5
|-
| Number of port buffers || 32
|-
| # H-tree levels || 2
|-
| Worst Hold Margin || 532 ps
|-
| Max rail drop VDD || roughly 0.00012 V
|-
| Share of final-layout standard cells stronger than drive strength 1 || 10.0%
|-
| Launch point of the critical path || Is_Odd$_DFF_N_
|-
| Slew Viols, Final || 0
|-
| Fill cell total of the finished layout || 765
|-
| Ordered cell list for the critical path || o2111ai_1, nor3_1, nand4_1, or4_1, or4_1, o211ai_1
|-
| Layout overhead on the synthesized area || 11.1%
|-
| Overall die area || approximately 8500 um^2
|-
| Element type at the critical path start || flop
|-
| RSZ-0062 raised after global routing || false
|-
| Synthesized area per cell || 7.56 um^2
|-
| Total global-route track usage || 28.6%
|-
| Area of the placeable core || between 7000 and 8000 um^2
|-
| Wire length of the first global-routing pass || 18.5 mm
|-
| Main flop type || sky130_fd_sc_hd__dfxtp_1
|-
| Vias after detailed routing || about 3900
|-
| Routed WL per cell || 17.7 um
|-
| Launch instance of the worst min-delay path || Clk$_DFFE_PP_
|-
| Critical-path top delay cell || sky130_fd_sc_hd__or4_1
|-
| Max-cap violations || 0
|-
| Number of antenna diodes || 0
|-
| Arrival time of the worst setup path || around 6000 ps
|-
| Critical R2R Capture || Clk$_DFFE_PP_
|-
| Clock insertion delay at the later pin of the skew report || 340 ps
|-
| Count of endpoints failing setup in the final report || 0
|-
| Total of cells resized after clock tree synthesis || 0
|-
| Floorplan Utilization || 52.2%
|-
| Final routed wirelength across all metal layers || 11.6 mm
|-
| Clk root buf || sky130_fd_sc_hd__clkbuf_8
|-
| Endpoint with the worst hold slack || Clk$_DFFE_PP_
|-
| Ports placed on the boundary || 33
|-
| Static leakage || between 1.5 and 2 nW
|-
| Path type of the worst setup path || reg -> reg
|-
| DRC || 0
|-
| Max stage delay on crit path || ~540 ps
|-
| Number of buffers inserted during clock tree synthesis || 5
|-
| Status || finished, final reports clean
|-
| Final number of hold-violating endpoints || 0
|-
| Routability Congestion || approximately 0.97
|-
| Clock tree from TritonCTS || yes
|-
| Floorplan die width || just over 90 um
|-
| Number of warning messages in the logs || 28
|-
| Clock Sinks || 35
|-
| Endpoint required time on the critical path || between 6000 and 7000 ps
|}
[stage by stage]
stage / area, um^2 / power [mW] / util (%) / worst slack, ps / cells
2_1_floorplan: 4070 / 0.301 / - / 877 / 539
3_3_place_gp: 4410 / 0.346 / 56.5 / 403 / 643
3_5_place_dp: 4410 / 0.346 / 56.5 / 382 / 643
4_1_cts: 4520 / 0.545 / 57.9 / 631 / 652
5_1_grt: 4520 / 0.568 / 57.9 / 474 / 652
6_report: 4520 / 0.540 / 57.9 / 648 / 652
[report_power, final]
part | internal (mW) | switching [mW] | leakage, nW
clock network | 0.112 | 0.0871 | 0.0662
registers | 0.212 | 0.000419 | 0.288
logic | 0.0557 | 0.0724 | 1.16
[area by class of cell]
| class | count | area (um^2) | area share (%) |
|---|---|---|---|
| well taps | 102 | 128 | 2.82 |
| repair buffers | 48 | 440 | 9.73 |
| multi-input cells | 445 | 3090 | 68.2 |
| clock buffers | 5 | 68.8 | 1.52 |
| flip-flops and latches | 35 | 711 | 15.7 |
| clock inverters | 5 | 46.3 | 1.02 |
| inverters | 12 | 45.0 | 0.996 |
[Yosys cell counts, types with 3 or more instances]
library cell                count  share of area [%]
sky130_fd_sc_hd__nor3_1        20                2.5
sky130_fd_sc_hd__clkbuf_1      32                2.9
sky130_fd_sc_hd__nand4_1       25                3.8
sky130_fd_sc_hd__buf_2          6               0.74
sky130_fd_sc_hd__nor2_1        59                5.4
sky130_fd_sc_hd__nand3_1       23                2.8
sky130_fd_sc_hd__a31oi_1        3               0.46
sky130_fd_sc_hd__nand4b_1       4               0.86
sky130_fd_sc_hd__nand3b_1       4               0.74
sky130_fd_sc_hd__xnor2_1       60                 13
sky130_fd_sc_hd__o2111ai_1      3               0.65
sky130_fd_sc_hd__nor4_4         4                2.1
sky130_fd_sc_hd__and2_1         4               0.61
sky130_fd_sc_hd__or4_1          5               0.92
sky130_fd_sc_hd__and3_1         3               0.46
sky130_fd_sc_hd__buf_6          6                1.7
sky130_fd_sc_hd__nor4_2         3               0.92
sky130_fd_sc_hd__nand2b_1       5               0.77
sky130_fd_sc_hd__nor4_1        21                3.2
sky130_fd_sc_hd__ha_1           4                1.2
sky130_fd_sc_hd__xor2_1        60                 13
sky130_fd_sc_hd__inv_1         13                1.2
sky130_fd_sc_hd__o31ai_1        4               0.74
sky130_fd_sc_hd__o211ai_1       3               0.55
sky130_fd_sc_hd__nor2_2        10                1.5
sky130_fd_sc_hd__o21ai_0        8               0.98
sky130_fd_sc_hd__mux2i_1        4               0.98
sky130_fd_sc_hd__dfxtp_1       34                 17
sky130_fd_sc_hd__or3_1          3               0.46
sky130_fd_sc_hd__a21o_1         6                1.1
sky130_fd_sc_hd__nand2_1       45                4.1
sky130_fd_sc_hd__a21oi_1        5               0.61
sky130_fd_sc_hd__and4_1         3               0.65
[cell families (layout without fill, tap and decap cells)]
kind of cell,after synthesis,after routing,synth area share [%]
flip-flops,35,35,17.4
AND/OR/NAND/NOR,260,260,36.6
XOR/XNOR,121,121,26.4
buffers and inverters,59,70,6.82
adder cells (fa/ha/maj),4,4,1.23
AND-OR/OR-AND,55,55,10.3
multiplexers,5,5,1.26
[routing by layer]
| metal | vias to the layer above | wire, um | GRT usage (%) |
|---|---|---|---|
| met1 | 1811 | 5760 | 46.1 |
| met3 | 14 | 708 | 3.04 |
| met5 | - | 0 | 0 |
| li1 | 1915 | - | - |
| met4 | 0 | 211 | 5.34 |
| met2 | 137 | 4880 | 41.5 |
[worst max-delay path: cells and delay by family, from the launching register on]
| family | cells | cell delay [ps] |
|---|---|---|
| flops | 1 | 390 |
| compound gates | 2 | 290 |
| simple gates | 4 | 1620 |
[sequential cells by signal, indices dropped and copies added, names as in the netlist]
register	cells
Count	32
Is_Odd	1
Clk	1
flag	1
[worst max-delay path by stage]
stage,end,cells past startpoint
final,Clk$_DFFE_PP_,6
after global routing,Clk$_DFFE_PP_,6
after CTS,Clk$_DFFE_PP_,6
Power is estimated from default activity; no workload was simulated.
