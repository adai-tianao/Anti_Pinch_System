<file path="flow/config.mk">
export PLATFORM = sky130hd
export DESIGN_NAME = anti_pinch
export DESIGN_NICKNAME = anti_pinch
export VERILOG_FILES = /design/flow/design.v
export SDC_FILE = /design/flow/constraint.sdc
export NUM_CORES = 4
export LEC_CHECK = 1
export CORE_AREA = 10 10 112 112
export DIE_AREA = 0 0 122 122
</file>
<file path="flow/constraint.sdc">
current_design anti_pinch

set clk_period 7.5
set clk_io_pct 0.2

create_clock -name clk0 -period $clk_period [get_ports {SYSCLK}]

set non_clock_inputs [all_inputs -no_clocks]
set_input_delay [expr $clk_period * $clk_io_pct] -clock clk0 $non_clock_inputs
set_output_delay [expr $clk_period * $clk_io_pct] -clock clk0 [all_outputs]
</file>
<file path="flow/design.v">
module anti_pinch(
		SYSCLK, 
		RST_N,
		s_c_up, 
		s_c_down, 
		stop_signal, 
		INM 
		);
input SYSCLK;
input RST_N;
input s_c_up;
input s_c_down;
input stop_signal;
output [1:0]INM;
reg stop_block = 0;
reg stop_crt = 1; 
reg up = 0;
reg down = 0;
reg modify = 1; 
reg [2:0]state = 3'd0;
reg [15:0]cnt = 0;
parameter 	IDLE=3'd0;
parameter	START_UP=3'd1;
parameter	STOP_UP=3'd2;
parameter	WAIT_FOR_DOWN=3'd3;
parameter	START_DOWN= 3'd4;
parameter	STOP_DOWN=3'd5;
parameter	MODIFY_UP=3'd6;
parameter	MODIFY_DOWN=3'd7; 
parameter site = 16'd5000;
parameter site_modify = site / 50;
always @(posedge SYSCLK,negedge RST_N)
begin
	if(!RST_N)begin
		state <= state;
		up <= 0;
		down <= 0;
		modify <= 1;
		cnt <= cnt;
	end
	else
		case (state)
		IDLE:
		if(s_c_up == 1) begin
			state <= START_UP;
			stop_crt <= 0;
		end
		else
			state <= IDLE;
		START_UP:
		begin
			up <= 1;
			if(cnt > site - site_modify && modify == 1)
				state <= MODIFY_UP;
			else if(stop_signal == 1 || s_c_up == 1 || s_c_down == 1)begin
					stop_block <= 1;
					modify <= 0;
					state <= STOP_UP;
				end
				else begin
					stop_block <= 0;
					if(cnt < site)
						cnt <= cnt + 1;
					else begin
						stop_crt <= 1;
						up <= 0;
						modify <= 1;
						state <= WAIT_FOR_DOWN;
						end
				end
		end
		STOP_UP:
		if(stop_signal == 0 && s_c_up == 1 && s_c_down == 0)
			state <= START_UP;
		else if(stop_signal == 0 && s_c_up == 0 && s_c_down == 1)begin
			state <= START_DOWN;
			up <= 0;
		end
		else
			state <= STOP_UP;
		MODIFY_UP:
		if(stop_signal == 1)begin
			cnt <= site; 
			stop_crt <= 1;
			up <= 0;
			state <= WAIT_FOR_DOWN;
		end
		else
			state <= MODIFY_UP;
		WAIT_FOR_DOWN:
		if(s_c_down == 1)begin
			state <= START_DOWN;
			stop_crt <= 0;
		end
		else
			state <= state;
		START_DOWN:
		begin
			down <= 1;
			if(cnt < site_modify && modify == 1)
				state <= MODIFY_DOWN;
			else if(stop_signal == 1 || s_c_down == 1 || s_c_up == 1)begin
					stop_block <= 1;
					modify <= 0;
					state <= STOP_DOWN;
				end
				else begin
					stop_block <= 0;
					if(cnt > 0)
						cnt <= cnt - 1;
					else begin
						stop_crt <= 1;
						state <= IDLE;
						down <= 0;
						modify <= 1;
					end
				end
		end
		STOP_DOWN:
		if(stop_signal == 0 && s_c_down == 1 && s_c_up == 0)
			state <= START_DOWN;
		else if(stop_signal == 0 && s_c_down == 0 && s_c_up == 1)begin
			state <= START_UP;
			down <= 0;
		end
		else
			state <= STOP_DOWN;
		MODIFY_DOWN:
			if(stop_signal == 1)begin
				state <= IDLE;
				down <= 0;
				cnt <= 0;
				stop_crt <= 1;
			end
			else
				state <= MODIFY_DOWN;
		default:state <= state;
		endcase
end
assign INM[0] = (!stop_block && !stop_crt && up && !down)? 1 : 0;
assign INM[1] = (!stop_block && !stop_crt && !up && down)? 1 : 0;
endmodule
</file>
<file path="flow/run.sh">
#!/bin/bash
# OpenROAD 26Q1-2900-gdf79404cd8, Yosys 0.63+post, stock flow scripts
make -C /OpenROAD-flow-scripts/flow DESIGN_CONFIG=/design/flow/config.mk WORK_HOME=/design/flow/orfs finish
</file>
==> flow_summary_export.csv <==
group,metric,value,unit
outcome,run_status,"finished, final reports clean",
clock_network,clkLatencyLatePin,0.27,ns
synth,yosys_cells,273,
sta,hold_viol_final,0,
power,power_density,255,nW/um2
detailed_routing,drt_iter0_markers,246,
worst_setup_path,crit_arrival,3.48,ns
sta,finClkSkew,0.00709,ns
synth,ys.flops,24,
synth,edf_count,21,
worst_setup_path,cp-end-kind,"flip-flop",
layout,lay_top_count,"nand2_1",
die,ios,7,
synth,ff_type,"edfxtp_1",
clock_network,cts-resized-gates,0,
clock_network,cts_hold_buf,0,
sta,slew_headroom,47.5,%
synth,synthDistinctLibCells,73,
worst_setup_path,required,7.46,ns
power,vdd_ir_drop_max,0.0934,mV
sta,worst_pin_slew,0.781,ns
layout,syn_to_final_growth,7.55,%
sta,max_freq,284,MHz
synth,synthArstFlopShare,12.5,%
layout,drive_gt1_share,9.89,%
place,portBuffers,6,
power,p_leak,0.795,nW
grt,grt_pass1_vias,1972,
detailed_routing,n_antenna_cell,0,
clock_network,cts_tree,"built",
die,die_w,122,um
clock_network,cts.clk_slew.worst_paths,0.09,ns
detailed_routing,wl_per_cell,14.3,um
place,post_dp_cell_area,2400,um2
layout,finalInstanceArea,2460,um2
detailed_routing,drc_errors,0,
worst_setup_path,crit_fanout,16,
die,num_rows,37,
sta,fin_ws,3.98,ns
place,dp.cells,395,
layout,final_layout_top_logic_cells,"23 x nand2_1, 22 x nor2_1, 21 x edfxtp_1, 20 x a21oi_1, 15 x nor3_1",
grt,grt_max_degree,24,
layout,n_fill_cell,1086,
synth,ys_chip_area,2290,um2
sta,final.period_utilization,46.9,%
worst_setup_path,cp-start-kind,"input pin",
place,post-place-ws,3.73,ns
grt,grt_pass1_wl,9.97,mm
die,die_h,122,um
die,fp_util,22.4,%
grt,antenna_found_initial,0,
clock_network,postCtsSetupRepairBufs,0,
min_path,hp-class,"reg -> reg",
place,globalplace.congestion,0.913,
clock_network,cts_max_path_buffers,2,
job,cap_violations,0,
worst_setup_path,crit_type,"in -> reg",
sta,final.setup.tns,0,ns
detailed_routing,wl,5.72,mm
place,dpl.hpwl,4.09,mm
detailed_routing,num_vias,2122,
grt,grt_overflow,0,
sta,fin_crit,3.52,ns
detailed_routing,ant_nets,0,
layout,stdcell_count,399,
detailed_routing,viasPerCell,5.32,
clock_network,cts_root_buffer,"clkbuf_8",
clock_network,htreeDepth,1,
sta,rsz0062_at_grt,"no",
clock_network,cts.sinks,24,
synth,ys_seq_share,30.9,%
detailed_routing,drtPass1Iterations,4,
synth,netlist_area,2290,um2
die,die_area,14900,um2
sta,setup_violations,0,
synth,ys_warn_count,1,
synth,syn_inst,273,
clock_network,cts_buffers,3,
synth,postSynthAreaPerCell,8.38,um2
grt,grt_usage,8.00,%
die,core,10200,um2
job,warnings,25,
power,finalPower,628,uW
sta,drv_slew,0,
worst paths after layout:
check	from	to	slack, ns	depth (start not counted)
worst min register to register	down	down	0.56	2
min in group asynchronous	RST_N	down	1.44	1
worst max-delay path	s_c_up	cnt[15]	3.98	7
worst min-delay path	down	down	0.56	2
worst max register to register	state[1]	cnt[9]	4.06	8
max in group asynchronous	RST_N	modify	5.80	1
synthesized netlist by cell type, types with 2 or more instances:
master     number  share of area (%)
nand2_1        23                3.8
nor2_1         22                3.6
edfxtp_1       21                 28
a21oi_1        20                4.4
nor3_1         15                3.3
nand3_1        12                2.6
clkbuf_1       11                1.8
o21ai_0        10                2.2
buf_2           8                1.8
nand4_1         8                2.2
inv_1           7                1.1
xnor2_1         7                2.7
and3_1          5                1.4
nor4_1          5                1.4
and2_1          4                1.1
nor4b_1         4                1.5
o211a_1         4                1.8
o211ai_1        4                1.3
or3_1           4                1.1
a211oi_1        3               0.98
a31oi_1         3               0.82
ha_1            3                1.6
nand2b_1        3               0.82
o2111ai_1       3                1.1
o31ai_1         3               0.98
a211o_1         2               0.77
a21o_1          2               0.66
buf_12          2                1.8
dfrtp_1         2                2.2
mux2i_1         2               0.88
nor3b_1         2               0.66
nor4_2          2                1.1
o221ai_1        2               0.77
o22ai_1         2               0.55
o2bb2ai_1       2               0.77
o311ai_1        2               0.77
or2_2           2               0.55
xor2_1          2               0.77
flip-flops by register name, summed over array words and instances (netlist names):
name / cells
up: 1
modify: 1
stop_block: 1
stop_crt: 1
cnt: 16
state: 3
down: 1
metrics by stage:
stage | hold WS [ns] | utilization, %
global placement | 0.543 | 23.5
finish | 0.556 | 24.0
global route | 0.605 | 24.0
CTS | 0.568 | 24.0
detailed placement | 0.542 | 23.5
floorplan | 0.484 | -
cell families after synthesis:
| kind of cell | after synthesis | share of synthesized area [%] |
|---|---|---|
| AOI/OAI and AO/OA | 79 | 24.5 |
| xor gates and xnor gates | 9 | 3.45 |
| adders and majority gates | 3 | 1.64 |
| buffers and inverters | 30 | 7.22 |
| DFF | 24 | 30.9 |
| muxes | 2 | 0.875 |
| and+or+nand+nor | 126 | 31.5 |
per-layer routing:
layer | vias to the layer above | global-route usage (%) | part of all wire [%]
li1 | 1036 | - | -
met1 | 1001 | 12.3 | 49
met2 | 77 | 11.6 | 42
met3 | 8 | 1.64 | 7.6
met4 | 0 | 1.12 | 1.5
met5 | - | 0 | 0
final cells by class:
type | instances | area, um2 | area share [%]
well taps | 136 | 170 | 6.92
repair buffers | 8 | 75.1 | 3.05
clock buffers | 4 | 55.1 | 2.24
multi-input cells | 219 | 1420 | 57.7
flip-flops and latches | 24 | 707 | 28.7
inverters | 8 | 32.5 | 1.32
worst max-delay path: stages:
cell and delay, ns:
clkdlybuf4s50_1 0.62, nor3_1 0.43, nor3_1 0.08, o21ai_0 0.20, o2111ai_1 0.19, a211oi_2 0.18, buf_4 0.28
power by group:
group | switching, mW | total (mW) | internal, mW
Sequential | 0.0601 | 0.256 | 0.196
Clock | 0.0434 | 0.0904 | 0.0469
Combinational | 0.163 | 0.281 | 0.118
Total | 0.266 | 0.628 | 0.361
No activity file was given, so power comes from the tool's default toggle rates.
