==> flow/run.sh <==
#!/bin/bash
# OpenROAD 26Q1-2900-gdf79404cd8, Yosys 0.63+post, stock flow scripts
make -C /OpenROAD-flow-scripts/flow DESIGN_CONFIG=/design/flow/config.mk WORK_HOME=/design/flow/orfs finish
==> flow/config.mk <==
export PLATFORM = sky130hd
export DESIGN_NAME = Breath_led
export DESIGN_NICKNAME = Breath_led
export VERILOG_FILES = /design/flow/design.v
export SDC_FILE = /design/flow/constraint.sdc
export NUM_CORES = 4
export LEC_CHECK = 1
export CORE_UTILIZATION = 50
==> flow/constraint.sdc <==
current_design Breath_led

set clk_period 6.4
set clk_io_pct 0.2

create_clock -name clk0 -period $clk_period [get_ports {SYSCLK}]

set non_clock_inputs [all_inputs -no_clocks]
set_input_delay [expr $clk_period * $clk_io_pct] -clock clk0 $non_clock_inputs
set_output_delay [expr $clk_period * $clk_io_pct] -clock clk0 [all_outputs]
==> flow/design.v <==
`timescale 1ns / 1ps
module Breath_led(
	SYSCLK,
	Key,
	RST_N,
	led
    );
input SYSCLK;
input RST_N;
input Key;
output led;
wire sel;
PWM u_pwm(
    .SYSCLK(SYSCLK), 
    .SEL(sel),
    .RST_N(RST_N),
    .INM(led) 
    );
removejoggle u_removejoggle(
				.SYSCLK(SYSCLK),
				.Key(Key),
				.RST_N(RST_N),
				.sel(sel)
				);
endmodule
`timescale 1ns / 1ps
module PWM(
    SYSCLK, 
    SEL,
    RST_N,
    INM 
    );
input SYSCLK;
input RST_N;
input SEL;
output reg INM;
reg [2:0]mode = 0;
reg [20:0]T_UP;
parameter mode0 = 3'b000;
parameter mode1 = 3'b001;
parameter mode2 = 3'b010;
parameter mode3 = 3'b011;
parameter mode4 = 3'b100;
parameter mode5 = 3'b101;
integer CNT = 0;    
parameter T_INM = 10000; 
parameter STOP = 0;
parameter T_UP_min = T_INM/20;
parameter T_UP_less = T_INM/10;
parameter T_UP_middle = T_INM/4;
parameter T_UP_large = T_INM/2;
parameter T_UP_max = T_INM/1;
always @(posedge SYSCLK,negedge RST_N )
begin
    if(!RST_N)begin
        CNT <= 0;
		INM <= 0;
	end
	else
		begin
			if(CNT < T_UP) begin
				CNT <= CNT + 1;
				INM <= 1;
			end
			else 	
				if(CNT < T_INM)begin 
					CNT <= CNT + 1;
					INM <= 0;
				end
				else begin
					CNT <= 0;
					INM <= 1;
				end
		end
end
always @(posedge SYSCLK,negedge RST_N)
begin
	if(!RST_N)
		mode <= mode0;
	else
		if(SEL)
			if(mode < mode5)
				mode <= mode + 1;
			else
				mode <= mode0;
		else
			mode <= mode;
end
always @(posedge SYSCLK,negedge RST_N)
begin
	if(!RST_N)
		T_UP <= STOP;
	else
		case (mode)
			mode0:T_UP <= STOP;
			mode1:T_UP <= T_UP_min;
			mode2:T_UP <= T_UP_less;
			mode3:T_UP <= T_UP_middle;
			mode4:T_UP <= T_UP_large;
			mode5:T_UP <= T_UP_max;
			default:T_UP <= STOP;
		endcase
end
endmodule
`timescale 1ns / 1ns
module removejoggle(
		SYSCLK,
		Key,
		RST_N,
		sel
		);
input SYSCLK;
input Key;
input RST_N;
output sel;
reg [20:0]cnt=21'd0;
reg [1:0]cur_state=0;
reg [1:0]nex_state=0;
reg sel_cn = 0;
parameter T10ms=32'd1000000; 
parameter s0=2'b00, s1=2'b01, s2=2'b10,s3=2'b11;
always @(posedge SYSCLK,negedge RST_N)
	if(!RST_N)
		cur_state <= cur_state;
	else
		cur_state <= nex_state;
always @(posedge SYSCLK,negedge RST_N)
begin
	if(!RST_N)
		sel_cn <= 0;
	else
		case (cur_state)
		s0:if(!Key) nex_state <= s1; 
			else nex_state <= s0; 
		s1: if(cnt < T10ms) cnt <= cnt + 1;
			else begin cnt <= 0; nex_state <= s2;end 
		s2: if(Key) begin nex_state <= s3;end
			else begin nex_state <= s2;end 
		s3:begin sel_cn <= ~sel_cn; nex_state <= s0;end
		default:nex_state <= s0;
		endcase
end
assign sel = sel_cn;
endmodule
==> deck_impl_summary.md <==
Flow Results at a Glance

Finish
  – FF+latch area: roughly 2000 um2
  – Post-route cell area: 4370 um2
  – Share of layout cells above drive strength 1: 0.154
  – Most numerous logic cells after layout: dfrtp_1 (48), nor2_1 (34), a21oi_2 (30)
  – MI comb area: 1940 um2
  – P&R area growth vs syn: 6.92%
  – Filler cells: approximately 670
  – Top cell excl fill/tap: dfrtp_1
  – Fin cells: between 400 and 500

GRT
  – GRT Overall Usage: 0.183
  – Initial antenna violation count: 0
  – Number of global-route vias before repair: between 2k and 3k
  – First-pass GRT wire length: between 10 and 15 mm
  – Largest net degree at the start of global routing: 53
  – Remaining Overflow, GRT: 0

Synthesis
  – Mean area per synthesized cell: approximately 11 um2
  – Yosys stat cell total: about 380
  – Main flop type: dfrtp_1
  – Yosys stat chip area: 4090 um2
  – Post-synth ARST share: 0.658
  – Mapped Cells: 383
  – Yosys aoi share: 0.111
  – Area fraction in xor and xnor cells: 0.101
  – Seq share, synth: 0.477
  – Top logic family: simple AND/OR/NAND/NOR gates
  – Multiplexer share: 0.00245
  – Ys Warns: 2
  – Yosys simple share: 0.189
  – Number of synthesized register bits: around 73
  – Synthesized cell area: around 4000 um2
  – EDFF count, synth: 25
  – Unique cell types: 46
  – Adder Share, Synth: 0.0673

STA
  – TNS Setup: 0 ns
  – Final period utilization: 0.380
  – FMAX: 412 MHz
  – Worst slew pin tran: 0.652 ns
  – Skew final: approximately 0.010 ns
  – Final hold violation count: 0
  – RSZ-0062 raised after global routing: no
  – Slew margin rel.: 0.565
  – Tmin final: about 2.4 ns
  – Max-slew violation count: 0
  – Setup-failing EPs final: 0
  – Final worst slack: slightly below 4 ns

Die
  – Die ar.: 8540 um2
  – Die height: between 90 and 100 um
  – Row Count: 32
  – Pre-Place Util: 0.524
  – Core area: about 7800 um2
  – I/O pin count: 4
  – Die extent in x: approximately 90 um

Routing
  – WL/cell: 13.7 um
  – DRT Pass-1 Iters: 4
  – DR vias: approximately 2.6k
  – Final ANT Viol Nets: 0
  – Antenna cell count: 0
  – Vias per Instance: 5.32
  – Initial DRC count: 108
  – Drt drc: 0
  – Drt total wl: 6.73 mm

Worst setup path
  – CP required: around 6.6 ns
  – Worst endpoint data arrival time: ~2.6 ns
  – WS Path Type: register to register
  – Reg-to-Reg End: u_pwm.CNT[1]$_DFF_PN0_
  – Reg-to-Reg Start: u_pwm.CNT[13]$_DFF_PN0_
  – R2R Setup Slk: between 3 and 4 ns
  – CP Launch Type: register
  – R2R depth: 7
  – Critical path peak fanout: 32
  – Worst setup EP type: register

CTS
  – Post-CTS Setup Bufs: 0
  – Clock Sink Count: roughly 73
  – Total CTS buffers: 9
  – Reg clk slew, reported paths: ~0.07 ns
  – Post-cts sizing count: 0
  – Htree depth: 3
  – Clk buf depth: 2
  – CTS tree: yes
  – Worst-Skew Late Latency: ~0.34 ns
  – Clock root buffer: clkbuf_8
  – CTS Hold Buffers Added: 0

Placed design
  – GP Congestion: about 0.8
  – Port Buffers: 3
  – DP Cell Count: approximately 480
  – Worst setup slack after placement: 3.62 ns
  – Post-DP Area: 4160 um2
  – Detailed placer's ending HPWL: roughly 4.5 mm

Min path
  – Hold path depth: 0
  – Worst Hold Path EP: u_removejoggle.cur_state[0]$_DFFE_PP_
  – Hold Startpoint: u_removejoggle.nex_state[0]$_DFFE_PP_
  – Hold crit path type: register to register

Status
  – Status: finished, final reports clean

Pwr
  – Peak supply drop: roughly 0.16 mV
  – PwrDens: between 200 and 300 nW/um2
  – Pleak: about 1.7 nW

Run
  – OpenROAD warnings: 31
  – Max-Cap Viols: 0
where the power goes:
| part | total, mW | internal, mW | leakage (nW) | switching, mW |
|---|---|---|---|---|
| Clock | 0.382 | 0.218 | 0.106 | 0.165 |
| Combinational | 0.217 | 0.0864 | 0.744 | 0.130 |
| Sequential | 0.562 | 0.534 | 0.871 | 0.0274 |
| Total | 1.16 | 0.838 | 1.72 | 0.322 |
through the flow:
stage	hold slack [ns]	total power, mW	util
finish	0.420	1.16	0.560
global route	0.426	1.23	0.560
CTS	0.422	1.18	0.560
floorplan	0.400	0.749	-
global placement	0.401	0.787	0.533
detailed placement	0.419	0.790	0.533
worst max path at each step:
stage,start,endpoint,slack (ns)
finish,u_pwm.CNT[13]$_DFF_PN0_,u_pwm.CNT[1]$_DFF_PN0_,3.97
global route,u_pwm.CNT[12]$_DFF_PN0_,u_pwm.CNT[1]$_DFF_PN0_,3.85
CTS,u_pwm.CNT[13]$_DFF_PN0_,u_pwm.CNT[1]$_DFF_PN0_,3.97
cell usage after synthesis (3+ instances only):
cell type,count,area (um2)
nor4_1,10,62.6
o21ai_0,5,25.0
and2_1,7,43.8
ha_1,22,275
nand4_1,11,68.8
and3_1,6,37.5
a31oi_1,3,18.8
or2_2,3,18.8
clkbuf_1,7,26.3
and4_1,6,52.6
a21o_1,4,30.0
nor2_1,34,128
nand2_1,26,97.6
nand3_1,18,90.1
edfxtp_1,25,751
buf_6,7,78.8
nor3_1,12,60.1
inv_1,24,90.1
xor2_1,18,158
a21oi_2,31,272
dfrtp_1,48,1200
xnor2_1,29,254
worst max-delay path, stage by stage, from the launching register on:
cell,delay (ns)
dfrtp_1,0.46
ha_1,0.33
nor4bb_1,0.44
a221o_1,0.24
a31oi_1,0.07
o211ai_4,0.12
buf_4,0.46
a21boi_0,0.16
metal layers:
layer / vias up / wire length, um / track usage
met5: - / 0 / 0
met4: 0 / 109 / 0.0247
met3: 11 / 115 / 0.0234
met2: 15 / 3140 / 0.288
met1: 1254 / 3360 / 0.299
li1: 1338 / - / -
sequential cells by signal (all words and copies together), names as in the netlist:
register                  cells
u_pwm.CNT                    32
u_pwm.INM                     1
u_pwm.T_UP                   11
u_pwm.mode                    3
u_removejoggle.cnt           21
u_removejoggle.cur_state      2
u_removejoggle.nex_state      2
u_removejoggle.sel_cn         1
layout make-up:
| cell class | instances | area share |
|---|---|---|
| tap | 102 | 0.0292 |
| sequential | 73 | 0.446 |
| clock buffer | 10 | 0.0292 |
| inverter | 24 | 0.0206 |
| timing repair buffer | 7 | 0.0126 |
| clock inverter | 6 | 0.0189 |
| multi-input combinational | 270 | 0.443 |
cells by family after synthesis:
group                    after synthesis
AND-OR/OR-AND                         55
XOR/XNOR                              47
adder cells (fa/ha/maj)               22
buffers and inverters                 40
flip-flops                            73
multiplexers                           1
other                                  1
AND/OR/NAND/NOR                      144
Power figures rest on the tool's default switching activity, not on a simulated workload.
